## ./run.sh

```bash
#!/bin/bash
# OpenROAD 26Q1-2900-gdf79404cd8, Yosys 0.63+post, stock flow scripts
make -C /OpenROAD-flow-scripts/flow DESIGN_CONFIG=/design/flow/config.mk WORK_HOME=/design/flow/orfs finish
```

## ./config.mk

```make
export PLATFORM = sky130hd
export DESIGN_NAME = fpalu
export DESIGN_NICKNAME = fpalu
export VERILOG_FILES = /design/flow/design.v
export SDC_FILE = /design/flow/constraint.sdc
export NUM_CORES = 4
export LEC_CHECK = 1
export CORE_UTILIZATION = 40
```

## ./constraint.sdc

```tcl
current_design fpalu

set clk_period 22.4
set clk_io_pct 0.2

create_clock -name clk0 -period $clk_period

set non_clock_inputs [all_inputs -no_clocks]
set_input_delay [expr $clk_period * $clk_io_pct] -clock clk0 $non_clock_inputs
set_output_delay [expr $clk_period * $clk_io_pct] -clock clk0 [all_outputs]
```

## ./design.v

```verilog
module fpalu(
    input wire [31:0] operand1,     
    input wire [31:0] operand2,     
    input wire [3:0] fp_op,         
    output reg [31:0] result,       
    output reg invalid_op,          
    output reg overflow,            
    output reg underflow            
);
    localparam EXP_WIDTH = 8;
    localparam MANT_WIDTH = 23;
    localparam BIAS = 127;
    localparam FP_ADD = 4'b0000;
    localparam FP_SUB = 4'b0001;
    localparam FP_MUL = 4'b0010;
    localparam FP_DIV = 4'b0011;
    localparam FP_SQRT = 4'b0100;
    localparam FP_CMP = 4'b0101;
    reg [EXP_WIDTH-1:0] exp1, exp2, exp_result;
    reg [MANT_WIDTH:0] mant1, mant2, mant_result;
    reg sign1, sign2, sign_result;
    reg [31:0] temp_result;
    task extract_fp;
        input [31:0] fp_num;
        output [EXP_WIDTH-1:0] exp;
        output [MANT_WIDTH:0] mant;
        output sign;
        begin
            sign = fp_num[31];
            exp = fp_num[30:23];
            mant = {1'b1, fp_num[22:0]};
        end
    endtask
    function [31:0] pack_fp;
        input [EXP_WIDTH-1:0] exp;
        input [MANT_WIDTH:0] mant;
        input sign;
        begin
            pack_fp = {sign, exp, mant[MANT_WIDTH-1:0]};
        end
    endfunction
    always @(*) begin
        result = 32'h0;
        invalid_op = 1'b0;
        overflow = 1'b0;
        underflow = 1'b0;
        extract_fp(operand1, exp1, mant1, sign1);
        extract_fp(operand2, exp2, mant2, sign2);
        case (fp_op)
            FP_ADD: begin
                if (exp1 > exp2) begin
                    mant2 = mant2 >> (exp1 - exp2);
                    exp_result = exp1;
                end else begin
                    mant1 = mant1 >> (exp2 - exp1);
                    exp_result = exp2;
                end
                if (sign1 == sign2) begin
                    mant_result = mant1 + mant2;
                    sign_result = sign1;
                end else begin
                    if (mant1 >= mant2) begin
                        mant_result = mant1 - mant2;
                        sign_result = sign1;
                    end else begin
                        mant_result = mant2 - mant1;
                        sign_result = sign2;
                    end
                end
                if (mant_result[MANT_WIDTH+1]) begin
                    mant_result = mant_result >> 1;
                    exp_result = exp_result + 1;
                end
                if (exp_result > BIAS + 127) begin
                    overflow = 1'b1;
                    result = {sign_result, 8'hFF, 23'h0};
                end else if (exp_result < BIAS - 126) begin
                    underflow = 1'b1;
                    result = 32'h0;
                end else begin
                    result = pack_fp(exp_result, mant_result, sign_result);
                end
            end
            FP_MUL: begin
                mant_result = mant1 * mant2;
                exp_result = exp1 + exp2 - BIAS;
                sign_result = sign1 ^ sign2;
                if (mant_result[MANT_WIDTH+1]) begin
                    mant_result = mant_result >> 1;
                    exp_result = exp_result + 1;
                end
                if (exp_result > BIAS + 127) begin
                    overflow = 1'b1;
                    result = {sign_result, 8'hFF, 23'h0};
                end else if (exp_result < BIAS - 126) begin
                    underflow = 1'b1;
                    result = 32'h0;
                end else begin
                    result = pack_fp(exp_result, mant_result, sign_result);
                end
            end
            FP_CMP: begin
                if (exp1 > exp2) begin
                    result = 32'h1;
                end else if (exp1 < exp2) begin
                    result = 32'hFFFFFFFF;
                end else begin
                    if (mant1 > mant2) begin
                        result = 32'h1;
                    end else if (mant1 < mant2) begin
                        result = 32'hFFFFFFFF;
                    end else begin
                        result = 32'h0;
                    end
                end
            end
            default: begin
                invalid_op = 1'b1;
                result = 32'h0;
            end
        endcase
    end
endmodule 
```

==> results.toml <==
# implementation run metrics
[sta]
hold_viol = 0
worst_pin_slew_ns = 0.953
fmaxAchievable_mhz = 55.2
finalSetupViolCount = 0
rsz0062_at_grt = "no"
slew_headroom = 0.349
fin_ws_ns = 4.30
layout_min_cycle_time_ns = 18.10
slew_viol_final = 0
finalCritPeriodShare = 0.808
tns_ns = 0

[pwr]
pwr-share-comb = 1.000
p_int_mw = 0.938
p_sw_mw = 1.57
p_leak_nw = 8.32
peakVddDrop_mv = 0.185
sw_frac_of_total = 0.626
p_seq_frac = 0
powerDensity_nw_per_um2 = 144
clkPwrFrac = 0

[die]
die_w_um = 201
initial_core_util = 0.407
io_pins = 103
num_rows = 72
die_h_um = 201
coreArea_sq_um = 38700
dieArea_sq_um = 40200

[clock_tree]
cts_resized = 0
postCtsHoldBufs = 0
post_cts_buffers = 0

[worst_hold_path]
min_to = "invalid_op"
hp-start = "fp_op[3]"
hold_depth = 3
hold_path.class = "in2out"

[critical_path]
cpMostUsedCell = "mux2i_1"
critPathLaunchType = "input port"
cp_data_arrival_time_ns = 13.62
critical_path_class = "in2out"
crit_fanout = 73
crit_path_end_kind = "primary output"
cp_slowest_cell = "buf_4"
max_stage_delay_ns = 0.68
crit_required_ns = 17.92

[detailed_routing]
diodes = 0
firstDrtPassIters = 5
drt_iter0_drc = 1125
vias = 14600
drc = 0
wl_um = 55500
wl_per_cell_um = 21.0
ant_nets = 0
vias_per_cell = 5.51

[final_layout]
nFlopsAndLatches = 0
comb_area_sq_um = 14100
drive_gt1_frac = 0.0357
regArea_sq_um = 0
n_fill_cell = 3877
synthToLayoutAreaGrowth_pct = 10.0
clock_buffers = 0

[synth]
synthAoiAreaFrac = 0.167
ys_warn_count = 3
syn-instance-count = 2092
ys_sh_mux = 0.0521
synthSimpleGateAreaFrac = 0.193
syn_area_sq_um = 15800
netlist-cell-type-count = 78
xor_share = 0.0533
ys_seq_frac = 0
avgSynthCellArea_sq_um = 7.54
fa_ha_area_frac = 0.424
ys_cells = 2092
yosysChipArea_sq_um = 15800
synthTopLogicFamily = "adder cells"

[flow_run]
warnings = 108
drv_cap = 0

[placed_design]
dp_slack_ns = 4.56
place_congestion = 1.04
post-dp-hpwl_um = 44100
io_buffer_count = 103

[grt]
grt_pass1_wl_um = 87300
grt_start_max_net_pins = 74
antenna_found_initial = 1
grt.overflow.total = 0
grt_pass1_vias = 14800
grt_usage = 0.291

[run_status]
status = "finished clean"
-- layout make-up --
| cell class | instances | share of cell area |
|---|---|---|
| inverters | 341 | 0.0738 |
| multi-input cells | 1641 | 0.810 |
| well taps | 518 | 0.0373 |
| repair buffers | 148 | 0.0789 |
-- critical path, delay by kind of cell --
kind,cells,cell delay [ns]
and+or+nand+nor,9,2.36
muxes,4,1.01
xor gates and xnor gates,1,0.17
buffers and inverters,5,2.11
AOI/OAI and AO/OA,9,2.38
adders and majority gates,3,1.09
-- layer usage --
| layer | GRT usage | vias up | share of wire |
|---|---|---|---|
| met5 | 0.0119 | - | 0.0015 |
| met4 | 0.0589 | 4 | 0.025 |
| met3 | 0.0850 | 89 | 0.089 |
| met2 | 0.425 | 588 | 0.43 |
| met1 | 0.436 | 7000 | 0.46 |
| li1 | - | 6922 | - |
-- placed cells by master, fill, tap and decap left out, types with 20 or more instances in the layout --
cell type,instances
o21bai_1,24
xnor2_1,82
nor4_1,20
fa_1,198
a21o_1,33
inv_1,338
a21oi_1,99
ha_1,218
nor2_1,141
clkdlybuf4s50_1,103
o21ai_0,75
nor3_1,28
nand2_1,267
mux2i_1,74
nand3_1,29
buf_4,45
and2_1,89
-- how the worst max path moves through the flow --
stage	startpoint	endpoint	slack [ns]	cells past startpoint
finish	operand1[23]	result[15]	4.30	31
global route	operand1[28]	result[15]	3.94	30
CTS	operand1[28]	result[15]	4.52	30
-- stage by stage --
| step | cells | power [mW] | hold WS (ns) | utilization | area, sq um |
|---|---|---|---|---|---|
| after floorplan | 2092 | 1.61 | 9.02 | - | 15800 |
| after global placement | 2648 | 2.46 | 10.05 | 0.448 | 17400 |
| after detailed placement | 2648 | 2.44 | 10.06 | 0.448 | 17400 |
| after CTS | 2648 | 2.47 | 10.06 | 0.448 | 17400 |
| after global routing | 2648 | 2.77 | 10.09 | 0.448 | 17400 |
| final | 2648 | 2.51 | 10.05 | 0.448 | 17400 |
-- power groups by stage --
stage / clock network, mW / registers (mW) / logic (mW)
finish: 0 / 0 / 2.51
global route: 0 / 0 / 2.77
CTS: 0 / 0 / 2.47
-- kinds of logic (layout without fill, tap and decap cells) --
kind of cell / Yosys count / count (layout)
AOI/OAI and AO/OA: 396 / 396
xor gates and xnor gates: 96 / 96
adders and majority gates: 416 / 416
buffers and inverters: 451 / 489
muxes: 81 / 81
and+or+nand+nor: 652 / 652
-- cells in the mapped netlist (4+ instances only) --
cell type	instances	share of area
o31ai_1	5	0.0024
a221oi_1	9	0.0050
buf_6	5	0.0036
a31oi_1	15	0.0060
o21a_1	11	0.0052
nand2b_1	11	0.0044
nor2b_1	16	0.0063
and2_1	89	0.035
mux2_2	5	0.0036
a2111oi_0	6	0.0033
o211ai_1	11	0.0052
o41ai_1	4	0.0022
a22o_1	7	0.0039
o22ai_1	15	0.0060
ha_1	218	0.17
a22oi_1	10	0.0048
inv_1	338	0.080
clkbuf_1	95	0.023
or2_2	9	0.0036
a211oi_1	13	0.0062
nand2_1	267	0.064
xor2_1	13	0.0072
o21ai_0	75	0.024
mux2i_1	75	0.048
and3_1	5	0.0020
fa_1	198	0.25
nor2_1	141	0.034
nand3b_1	4	0.0019
xnor2_1	83	0.046
nand3_1	29	0.0092
buf_1	6	0.0014
nand4_1	10	0.0040
a311oi_1	5	0.0028
a21o_1	33	0.016
a21oi_1	99	0.031
o221ai_1	15	0.0083
a211o_1	4	0.0022
nor3_1	28	0.0089
or3_1	8	0.0032
nor4_1	20	0.0079
o21bai_1	24	0.011
No activity file was given, so power comes from the tool's default toggle rates.
